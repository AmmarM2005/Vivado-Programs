### flow/run.sh
#!/bin/bash
# OpenROAD 26Q1-2900-gdf79404cd8, Yosys 0.63+post, stock flow scripts
make -C /OpenROAD-flow-scripts/flow DESIGN_CONFIG=/design/flow/config.mk WORK_HOME=/design/flow/orfs finish
### flow/config.mk
export PLATFORM = sky130hd
export DESIGN_NAME = RAM_8_8
export DESIGN_NICKNAME = RAM_8_8
export VERILOG_FILES = /design/flow/design.v
export SDC_FILE = /design/flow/constraint.sdc
export NUM_CORES = 4
export LEC_CHECK = 1
export CORE_UTILIZATION = 30
### flow/constraint.sdc
current_design RAM_8_8

set clk_period 2.9
set clk_io_pct 0.2

create_clock -name clk0 -period $clk_period [get_ports {clk}]

set non_clock_inputs [all_inputs -no_clocks]
set_input_delay [expr $clk_period * $clk_io_pct] -clock clk0 $non_clock_inputs
set_output_delay [expr $clk_period * $clk_io_pct] -clock clk0 [all_outputs]
### flow/design.v
module RAM_8_8 (
    input clk,
    input [2:0] addr,     
    input [7:0] data_in,  
    input we,             
    output reg [7:0] data_out 
);
    reg [7:0] memory [0:7];
    integer i;
    initial begin
        for (i = 0; i < 8; i = i + 1) begin
            memory[i] = 8'b0;
        end
    end
    always @(posedge clk) begin
        if (we) begin
            memory[addr] <= data_in;
        end
    end
    always @(*) begin
        data_out = memory[addr];
    end
endmodule
==> notes.md <==
This note records the results obtained with Yosys and OpenROAD.

Layout
The largest registers in the layout are memory x64. The flip-flop count of the largest register after layout is 64. After the flow finishes, the layout carries non-filler instances totaling 277. The area growth from synthesis to final layout is 28.2%. Counting flops per register, the top entry is memory. The final design area excluding fillers is 3280 sq um. The share of the core filled with cells in the final layout is 0.399. The share of final-layout standard cells stronger than drive strength 1 is 0.291.

Clocking
TritonCTS built the clock tree. The timing report gives the clock slew at the launch and capture registers of the worst setup and hold paths as 0.07 ns. The tree built by TritonCTS fans out to 64 sinks. The tree is rooted in a sky130_fd_sc_hd__clkbuf_8. The maximum buffer depth of the clock tree is 2. The level count of the clock H-tree is 3.

The total CTS buffers is 9.

Critical path
The nature of the critical path startpoint is a primary input. The cell sequence reported for the critical path is clkdlybuf4s15_2 > bufbuf_16 > mux4_2 > mux2_4 > clkdlybuf4s50_1. The sum of buffers and inverters on the critical path is 3. Max fanout on the critical path was recorded as 6.

The critical path in this run is classified as primary input to primary output. The arrival time at the worst endpoint is 2.25 ns. The critical path capture point type is a primary output. The library cell contributing the largest single delay on the critical path is sky130_fd_sc_hd__mux4_2. The largest incremental delay on the critical path is 0.49 ns. For the worst setup path, the data required time is 2.32 ns. On the critical path the largest part of the delay comes from buffers and inverters.

Timing
The total of endpoints with negative setup slack in the final report is 0. The post-layout minimum cycle time is 2.83 ns. The critical path in the final layout is reported with a setup slack of 0.0657 ns. The final hold violation count recorded for this run is 0. Setup repair after global routing could not meet its margin everywhere. The maximum clock frequency is 0.353 GHz.

The slew of the pin with the lowest slew margin is 0.455 ns. The relative slew slack is 0.695. The worst hold-check slack is 0.977 ns. In the finished design, the share of the clock period the worst path needs comes to 0.977.

Pins over their slew limit in the final report were tallied at 0. The final sum of negative setup slack is 0 ns.

Placement
In this run the cell area measured after placement is 3040 sq um. Setup slack on the worst path after placement came out at -0.224 ns. The post-placement cell count is 260. The half-perimeter wire length of the detailed placement result is 3110 um. The total of buffers placed on input and output ports is 20.

The final weighted congestion recorded by global placement is 0.787.

Synthesis
The share of flip-flops with an asynchronous set or reset is 0. The synthesized instance count is 121. The commonest register cell is sky130_fd_sc_hd__edfxtp_1. Counting the warning lines in the Yosys log gives 1. Synthesis instantiated 27 different standard cells from the library. In this run, synthesis produced a sequential element count of 64. The mean post-synth cell area is 21.1 sq um. The cell-mix breakdown from Yosys lists the XOR/XNOR area share as 0.

The share of synthesized area spent on multiplexers is 0.168. By area, the combinational part of the netlist is dominated by multiplexers. The chip area line in the Yosys stat output reads 2550 sq um.

Of the total synthesized cell area, the portion taken by AND-OR and OR-AND cells is 0.0220. For this run, the register share of the synthesized area comes to 0.752. Yosys mapped a number of flops with a built-in enable equal to 64.

The post-synthesis cell area is 2550 sq um. The area share of fa/ha/maj cells after synthesis is 0. The count of instantiated cells in the yosys netlist is 121. In this run, the synthesized area fraction spent on and/or/nand/nor cells is recorded as 0.0353.

Power and ir drop
In this run the static leakage power is 1.14 nW. The final total power is 2.00 mW. The worst voltage drop across the vdd grid is 245 uV.

The power per cell area is 609 nW/um^2.

Global route
The routing usage on met1 is 0.154. The number of global-route vias before repair is 1361. The global routing report lists met3 layer usage as 0.0815.

The largest net degree at the start of global routing is 18. The wire length of the first global-routing pass is 7270 um. The initial antenna violation count is 0. On met2, the global router reports a usage of 0.182. The global routing stage identified its most utilized layer as met2. The overall overflow remaining after global route is 0. The global-route usage over all layers is 0.121.

Drt
The first-iteration detailed-routing DRC count is 115. The total iterations of the first detailed-routing run is 4. The script logs the mean routed wire length per placed instance as 17.3 um. The number of vias per cell after detailed routing is 4.66.

The routed layout has 1290 vias. The post-detailed-route count of antenna-violating nets is 0. The final antenna diode tally reported by the flow is 0. The final wirelength is 4800 um. The post-detailed-route DRC marker count is 0.

Floorplan
The effective utilization at floorplan is 0.311. The site row count is 33. During I/O placement, the number of pins put on the boundary was 21. The vertical die dimension is 94.3 um. The horizontal die dimension reported for this design is 94.3 um.

The chip occupies 8890 sq um. In this run the standard cell core region covers 8220 sq um.

Run
The run reported a max-capacitance violation count of 0. Summing over the stages, the warning tally comes to 26.

Hold path
The type recorded for the worst min-delay path is primary input to flip-flop.

Run status
The flow ran to the end, and the final reports show no timing, DRC or antenna violations.
layout by cell type, fill, tap and decap left out, types with 2 or more instances in the layout:
master,instances
sky130_fd_sc_hd__edfxtp_1,64
sky130_fd_sc_hd__nor3_1,2
sky130_fd_sc_hd__buf_12,4
sky130_fd_sc_hd__buf_4,17
sky130_fd_sc_hd__mux4_1,4
sky130_fd_sc_hd__nor2_1,7
sky130_fd_sc_hd__nand2b_1,2
sky130_fd_sc_hd__bufinv_16,2
sky130_fd_sc_hd__nand2_1,4
sky130_fd_sc_hd__clkinv_1,3
sky130_fd_sc_hd__mux2_2,2
sky130_fd_sc_hd__clkdlybuf4s50_1,18
sky130_fd_sc_hd__nand3_1,2
sky130_fd_sc_hd__mux2_4,6
sky130_fd_sc_hd__mux4_2,8
sky130_fd_sc_hd__clkbuf_1,2
sky130_fd_sc_hd__mux2i_1,2
sky130_fd_sc_hd__clkbuf_8,9
kinds of logic (layout without fill, tap and decap cells):
family | Yosys count | in the layout
DFF | 64 | 64
muxes | 23 | 23
and+or+nand+nor | 19 | 19
buffers and inverters | 8 | 59
AOI/OAI and AO/OA | 7 | 7
cell type report:
type	instances	area (sq um)
Multi-Input combinational cell	49	576
Inverter	1	3.75
Tap cell	105	131
Clock inverter	5	71.3
Clock buffer	11	131
Sequential cell	64	1920
Fill cell	708	4940
Timing Repair Buffer	42	440
path summary, 6_finish.rpt:
check / start / endpoint / cells past startpoint
setup / recovery: addr[0] / data_out[7] / 5
hold / removal: data_in[1] / memory[1][1] / 1
repair_timing:
item                       CTS  global route
cloned                       1             0
hold buffers                 0             0
gates resized                4             0
setup endpoints to repair    8             1
buffers inserted             0             0
per-layer routing:
metal	part of all wire	wire length [um]	vias to the layer above
met5	0	0	-
li1	-	-	590
met2	0.47	2260	72
met1	0.39	1870	623
met4	0.014	66	0
met3	0.12	591	5
synth_stat cells (2+ instances only):
library cell                n  share of area
sky130_fd_sc_hd__edfxtp_1  64           0.75
sky130_fd_sc_hd__mux4_2     8          0.071
sky130_fd_sc_hd__nor2_1     7          0.010
sky130_fd_sc_hd__mux2_4     6          0.035
sky130_fd_sc_hd__mux4_1     4          0.041
sky130_fd_sc_hd__nand2_1    4         0.0059
sky130_fd_sc_hd__buf_2      3         0.0059
sky130_fd_sc_hd__mux2_2     2         0.0088
sky130_fd_sc_hd__mux2i_1    2         0.0078
sky130_fd_sc_hd__nand2b_1   2         0.0049
sky130_fd_sc_hd__nand3_1    2         0.0039
sky130_fd_sc_hd__nor3_1     2         0.0039
power by group:
group          switching, mW  internal (mW)
Sequential           0.00609           1.05
Clock                  0.301          0.476
Combinational         0.0643         0.0995
Power is estimated from default activity; no workload was simulated.
