===== /design/flow/design.v =====
module Counter_8bit(
    input clk,
    input rst,
    input up_down,       
    output reg [7:0] count
);
initial count=8'b00000000;
always @(posedge clk or posedge rst) begin
    if (rst)
        count <= 8'b00000000;
    else begin
        if (up_down)
            count <= count + 1;   
        else
            count <= count - 1;   
    end
end
endmodule

===== /design/flow/run.sh =====
#!/bin/bash
# OpenROAD 26Q1-2900-gdf79404cd8, Yosys 0.63+post, stock flow scripts
make -C /OpenROAD-flow-scripts/flow DESIGN_CONFIG=/design/flow/config.mk WORK_HOME=/design/flow/orfs finish

===== /design/flow/config.mk =====
export PLATFORM = sky130hd
export DESIGN_NAME = Counter_8bit
export DESIGN_NICKNAME = Counter_8bit
export VERILOG_FILES = /design/flow/design.v
export SDC_FILE = /design/flow/constraint.sdc
export NUM_CORES = 4
export LEC_CHECK = 1
export CORE_AREA = 10 10 70 70
export DIE_AREA = 0 0 80 80

===== /design/flow/constraint.sdc =====
current_design Counter_8bit

set clk_period 2.2
set clk_io_pct 0.2

create_clock -name clk0 -period $clk_period [get_ports {clk}]

set non_clock_inputs [all_inputs -no_clocks]
set_input_delay [expr $clk_period * $clk_io_pct] -clock clk0 $non_clock_inputs
set_output_delay [expr $clk_period * $clk_io_pct] -clock clk0 [all_outputs]

==> run summary <==
Quick summary of the implementation run below.

The final-layout worst hold slack came out at between 0.4 and 0.5 ns. The number of global-route vias before repair was about 400. The starting DRC count in detailed routing is 2. The leakage power figure is between 0.3 and 0.4 nW. The non-filler instance count after layout came out at between 100 and 150. The most numerous cell type found on the critical path is a21oi_1. The wire length on met2 is ~550 um. The mux share of post-synthesis cell area is 0. The final clock period utilization by the worst path is 0.903. The number of antenna violations at the first check in global routing came out at 0. The average instance area after synthesis is between 10 and 15 sq um. The total via count after detailed routing came out at around 390.

The cell type that accounts for the most area after synthesis is dfrtp_1. The clock tree skew after final layout came out at approximately 0.0050 ns. The clock latency of the later-clocked register in the worst-skew pair is 0.25 ns. The count of buffers added on input and output ports is 10.

The report lists the cells along the critical path as clkdlybuf4s50_1 -> inv_1 -> fa_1 -> a21oi_1 -> o211ai_1 -> a21oi_1 -> xnor2_1. TritonCTS built the clock tree. The largest registers in the layout are count x8. After clock tree synthesis, the flow added hold-fix buffers numbering 0. The number of nets with antenna violations after detailed routing is 0. The total power divided by cell area is about 1300 nW/um^2.

Per the synthesis report, the simple-gate share of the synthesized area is 0.0593. The number of distinct library cells after synthesis is 17. In the per-layer summary, the met1 wirelength comes to between 400 and 500 um. The Yosys warning count came out at 1. The worst-case IR drop observed on VDD is 0.000263 V. The count of pins on the block boundary came out at 11. The aggregate global routing overflow is 0. OpenROAD emitted warnings numbering 25. By area the synthesized netlist is led by dfrtp_1 41%, ha_1 15%, xnor2_1 9.0%. On the reported timing paths, the clock transition at the registers reads approximately 0.06 ns. The smallest clock period supported by the final layout is computed as just under 2 ns. The effective utilization at floorplan is 0.142. The cell-mix breakdown from Yosys lists the adder-cell area share as 0.196. Max-slew check failures listed in the final report amount to 0.

The count of state elements after synthesis came out at 8. The number of maximum-capacitance constraint violations is 0. The number of buffers on the longest clock path came out at 2.

Grouping non-sequential cells by family puts the most area in adder cells. STA classifies the critical path startpoint as an input pin. In this run the full chip footprint comes out at 6400 sq um. Counting flops per register, the top entry is count. Endpoints with negative setup slack in the final report add up to 0. The run finished with clean final reports. The area fraction of the largest cell type after synthesis is 0.412. The total power came out at around 0.00096 W. The critical path is of the in -> reg type. The global placement routability congestion is a little over 0.8. The final core utilization came out at 0.210.

The number of gates resized after CTS was 0. Counting the buffers created by CTS gives 3. Synthesis produced approximately 45 cells. The area fraction in compound gates came out at 0.193.

In this run the number of H-tree levels came out at 1. For this run the detailed placement stage logged an HPWL of around 900 um. Per the final layout report, the fraction of cells sized above drive strength 1 comes to 0.185. The worst-margin pin slew is 0.319 ns. The script logs the ratio of routed vias to standard cells as between 3 and 4.

The cell count listed in synth_stat.txt is around 45. The height of the chip is ~80 um. Setup repair after global routing left no endpoint under its margin. The worst-case headroom to the max-slew limit is 0.787. The report shows a maximum critical-path fanout of 7.

The first global-routing pass estimated ~1.8 mm of wire. For reference, the placement row count at floorplan is 21. The worst endpoint data arrival time is roughly 2.2 ns. The total standard cell area after synthesis came out at 485 sq um. The global router's overall resource usage came out at 0.0345. The area growth from synthesis to layout is 47.9%. The required time at the worst endpoint is listed as about 2.4 ns.

The sequential cell area fraction in the yosys report came out at 0.412. The largest incremental delay on the critical path came out at roughly 0.48 ns. The xor/xnor share of the synthesized area is 0.108. The placed instances occupy a cell area of between 600 and 700 sq um. The number of cells in the design after placement came out at about 110. The sort of element at the end of the critical path is a register. The setup slack on the worst flop-to-flop path came out at approximately 0.6 ns. The post-route DRC violation count came out at 0. Per the detail_route report, routed wire per instance is around 9.6 um. Timing would allow up to just over 500 MHz.

The worst hold-check path type is in -> async. The buffers inserted during post-CTS setup optimization came out at 0. The cell chosen for the clock root is clkbuf_4. The count of TritonRoute iterations in the first routing pass came out at 3. The top routing layer in use is met4. The number of clock sinks came to 8. The routed design uses between 50 and 60 um of met3 wire. The routed design ends up with an antenna cell count of 0. The horizontal die dimension reported for this design is 80 um. The placeable core region is 3420 sq um.

The pin count of the biggest net entering global routing came out at 9. The final wirelength is between 1 and 1.5 mm. The slowest stage of the critical path is the clkdlybuf4s50_1 cell. The number of flip-flops under the largest register name came out at 8. The chip area estimate from yosys synthesis is around 490 sq um.

The final hold violation count is 0. The final standard cell area without fillers is between 700 and 800 sq um.
## through the flow
| step | setup WS [ns] | setup TNS [ns] |
|---|---|---|
| 3_5_place_dp | -0.0224 | -0.0445 |
| 2_1_floorplan | 0.560 | 0 |
| 3_3_place_gp | -0.0297 | -0.0469 |
| 5_1_grt | 0.138 | 0 |
| 6_report | 0.214 | 0 |
| 4_1_cts | 0.230 | 0 |
## power by group
| group | switching [W] | internal (W) | total, W |
|---|---|---|---|
| clock network | 0.0000492 | 0.0000624 | 0.000112 |
| registers | 0.0000442 | 0.000220 | 0.000265 |
| logic | 0.000232 | 0.000347 | 0.000579 |
| total | 0.000325 | 0.000630 | 0.000955 |
## routing by layer
metal / GRT usage / vias up
met5: 0 / -
met4: 0.0106 / 0
met3: 0.0125 / 2
met2: 0.0586 / 4
met1: 0.0393 / 184
li1: - / 198
## layout by cell type (no fill, tap or decap), types with 3 or more instances in the layout
master | netlist | final
clkdlybuf4s50_1 | 0 | 10
dfrtp_1 | 8 | 8
buf_4 | 0 | 7
ha_1 | 6 | 6
xnor2_1 | 5 | 5
a21oi_1 | 5 | 5
inv_1 | 4 | 4
nor2_1 | 3 | 3
nand2_1 | 3 | 3
clkbuf_4 | 0 | 3
## worst paths after layout
kind,from,end,cells past startpoint
setup / recovery,up_down,count[6]$_DFF_PP0_,7
hold / removal,rst,count[7]$_DFF_PP0_,2
setup reg to reg,count[0]$_DFF_PP0_,count[6]$_DFF_PP0_,5
hold reg to reg,count[0]$_DFF_PP0_,count[0]$_DFF_PP0_,1
max in group asynchronous,rst,count[4]$_DFF_PP0_,2
min in group clk0,count[0]$_DFF_PP0_,count[0]$_DFF_PP0_,1
## area by class of cell
class,count,area (sq um)
multi-input combinational,33,270
sequential,8,200
tap,46,57.6
clock buffer,3,22.5
timing repair buffer,17,153
fill,382,2700
inverter,4,15.0
## critical path: cells and delay by family
| kind | cells | cell delay (ns) |
|---|---|---|
| buffers and inverters | 2 | 0.62 |
| XOR/XNOR | 1 | 0.13 |
| AND-OR/OR-AND | 3 | 0.50 |
| adder cells (fa/ha/maj) | 1 | 0.46 |
## synthesized netlist by cell type, drive strengths merged
master	number
o21ai	2
a211oi	2
xor2	1
fa	1
o211ai	1
xnor2	5
nor2	3
a41oi	1
o21bai	1
a21o	1
dfrtp	8
nor2b	1
nand2	3
ha	6
inv	4
a21oi	5
## kinds of logic (layout without fill, tap and decap cells)
kind of cell,after synthesis,in the layout
buffers and inverters,4,24
xor gates and xnor gates,6,6
adders and majority gates,7,7
AOI/OAI and AO/OA,13,13
DFF,8,8
and+or+nand+nor,7,7
No activity file was given, so power comes from the tool's default toggle rates.
